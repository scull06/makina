--- /design/flow/config.mk ---
export PLATFORM = sky130hd
export DESIGN_NAME = PC
export DESIGN_NICKNAME = PC
export VERILOG_FILES = /design/flow/design.v
export SDC_FILE = /design/flow/constraint.sdc
export NUM_CORES = 4
export LEC_CHECK = 1
export CORE_AREA = 10 10 82 82
export DIE_AREA = 0 0 92 92
--- /design/flow/constraint.sdc ---
current_design PC

set clk_period 3.0
set clk_io_pct 0.2

create_clock -name clk0 -period $clk_period [get_ports {clk}]

set non_clock_inputs [all_inputs -no_clocks]
set_input_delay [expr $clk_period * $clk_io_pct] -clock clk0 $non_clock_inputs
set_output_delay [expr $clk_period * $clk_io_pct] -clock clk0 [all_outputs]
--- /design/flow/design.v ---
module PC (
    input clk,
    input reset,
    input branch_taken,
    input [15:0] w_instruction_address,
    output reg [15:0] pc_out
);
reg pc_enable;
initial begin
    pc_out = 16'b0;
    pc_enable = 16'b0;
end
always @(posedge clk) begin
    if (reset == 1'b1) begin
        pc_out <= 16'b0;
        pc_enable <= 16'b0;
    end else if (!pc_enable) begin
        pc_enable <= 1;
    end
    else if (branch_taken) 
        pc_out <= w_instruction_address;
    else begin
        pc_out <= pc_out + 16'd1; 
    end
end
endmodule
--- /design/flow/run.sh ---
#!/bin/bash
# OpenROAD 26Q1-2900-gdf79404cd8, Yosys 0.63+post, stock flow scripts
make -C /OpenROAD-flow-scripts/flow DESIGN_CONFIG=/design/flow/config.mk WORK_HOME=/design/flow/orfs finish
==> out/notes.md <==
The initial antenna violation count was 0; the flip-flop and latch area was 340 um2. Fill cells in the final layout number 564. The count of inserted antenna diode cells was 0; the die extent in y was 92 um. STA classifies the critical path startpoint as a flop.

The detailed router finished its first iteration with 201 violations. The run finished with clean final reports. The worst setup timing slack at the placement stage was 0.889 ns; the post-detailed-placement half-perimeter wirelength was 2530 um.

The flow reports an fmax of 0.524 GHz. The area growth from synthesis to layout came out at 41.6%. The terminus of the critical flop-to-flop path is pc_out[15]$_SDFFE_PP0P_.

The run gives 1.09 ns for the worst-case setup margin in the final layout. Once detail routing completed, the nets flagged for antenna violations numbered 0. According to the floorplan report, the total die area is 8460 um2. Summing over the stages, the warning tally comes to 25.

TritonCTS built the clock tree. The largest family of logic cells by area is simple AND/OR/NAND/NOR gates. In the final layout, the share of cells above drive strength 1 is 6.10%. The pre-antenna-repair detailed-routing pass consisted of 4 iterations. By area the synthesized netlist is led by sky130_fd_sc_hd__dfxtp_1 (33%), sky130_fd_sc_hd__nor2_1 (5.0%), sky130_fd_sc_hd__a21oi_1 (4.8%). The final timing report lists a hold violation count of 0.

The core region is 5070 um2. The clock sink count was 17. The biggest area contributor in the post-synthesis netlist is sky130_fd_sc_hd__dfxtp_1. The adder-cell share of the synthesized area is 1.20%, and the routed wirelength normalized by instance count is 14.6 um. The run gives 1 for the number of buffer and inverter instances along the worst setup path. The floorplan step records an initial core utilization of 20.6%. The worst setup path is of the reg -> out kind. STA puts the critical path data required time at 2.40 ns.

Counting distinct cell types in the post-synthesis netlist gives 43. The number of rows in the core area is 26. The DRC violations left came out at 0. Summing the areas of all and, or, nand and nor instances in the mapped netlist gives 31.0% of the synthesized area. The routed design shows a via density per instance of 5.00. The static leakage came out at 0.511 nW.

After clock tree synthesis, the flow added hold-fix buffers numbering 0. The run gives 0.00486 ns as the clock tree skew after final layout. Measured along the x axis, the die boundary spans 92 um. The cell sitting at the root of the clock tree is a sky130_fd_sc_hd__clkbuf_8.

Per the hold report, the tightest min-delay path originates at pc_out[15]$_SDFFE_PP0P_. Clock latency on the worst-skew pair, taken at its later pin, is 0.25 ns. The path with the worst hold slack has its endpoint at pc_out[15]$_SDFFE_PP0P_. Post-synthesis, Yosys gives the total cell area as 1050 um2.

For the post-route setup TNS, the log shows 0 ns. Dominant cell by count in the synthesized netlist: sky130_fd_sc_hd__dfxtp_1. The largest individual stage delay along the critical path comes from the cell sky130_fd_sc_hd__clkdlybuf4s50_1.

With the number of port buffers at 34, the number of global-route vias before repair is 1,138. Total global-route track usage over all layers is 8.24%. The total congestion overflow was 0. With the fraction of synthesized area in multiplexers at 1.91%, the cell count of the worst reg-to-reg path is 4.

The critical register-to-register path startpoint is pc_out[3]$_SDFFE_PP0P_. The placer's final routability congestion estimate came out at 0.834. IR analysis of the VDD net gives a maximum drop of 0.238 mV. Per the summary, power density relative to cell area is 366 nW/um2. The run gives 35 as the number of placed I/O pins.

Post-CTS repair ended up resizing 0 cells. The number of warnings reported in the yosys synthesis log is 1, and the number of flops mapped to enable cells by yosys is 0. Worst relative slew slack: 62.4%. The clock edge transition at the registers on the reported setup and hold paths was 0.06 ns. Entering global routing, the biggest net connects 21 pins. In the synthesized netlist the async set-or-reset flop fraction comes to 0%. Total number of vias: 1,169. The first global-routing pass estimated 5880 um of wire. Deepest level of the CTS H-tree: 1. The run gives 0.562 ns for the worst-margin pin slew. The count of instantiated cells in the yosys netlist came out at 132. Along the worst path, the maximum fanout reaches 8. A synthesized cell averages 7.92 um2. The final layout contains routed wiring with a total length of 3410 um. The worst path in the final design needs a cycle of 1.91 ns, including I/O delays and setup.

The run gives 0 as the count of buffers added by post-CTS timing repair for setup. The run gives 3 as the number of CTS-inserted buffers. On the critical path the largest part of the delay comes from buffers and inverters. Cells fill 29.2% of the core in the end. The largest single stage delay on the critical path is 0.54 ns. The logs give 0 for the number of max-slew violations in the final report and 1.18 ns for the worst setup slack for register-to-register paths. The dominant register cell is sky130_fd_sc_hd__dfxtp_1. Of the total synthesized cell area, the portion taken by AND-OR and OR-AND cells is 26.9%. Setup repair after global routing left no endpoint under its margin. The post-synthesis instance total is 132, and the post-layout period usage of the worst path is 63.6%. Maximum count of clock buffers along a single path: 2. The data arrival at the endpoint of the critical path is 1.31 ns, and the area share of xor/xnor cells in the synthesized design is 0%. The number of storage elements in the synthesis netlist is 17, and the sequential share of the synthesized area is 32.5%. The worst setup path is captured at an output port. By count the netlist is led by sky130_fd_sc_hd__dfxtp_1 (17), sky130_fd_sc_hd__nor2_1 (14), sky130_fd_sc_hd__a21oi_1 (10). The top cell type by area accounts for 32.5% of the synthesized area. Along the worst hold path, the cell count comes to 2. In this run the maximum-capacitance check reported violations numbering 0. Per the layout area report, the combinational gate area comes to 638 um2.

Per the finish-stage timing summary, setup violations number 0. Before any placement, the netlist area is recorded as 1050 um2. Listed in order, past its start point the critical path passes clkdlybuf4s50_1. The kind of path behind the tightest hold check is reg -> reg.
==> layout by cell type, fill, tap and decap left out, types with 2 or more instances in the layout <==
cell                              count
sky130_fd_sc_hd__dfxtp_1             17
sky130_fd_sc_hd__nor2_1              14
sky130_fd_sc_hd__buf_4                2
sky130_fd_sc_hd__inv_1                4
sky130_fd_sc_hd__a21oi_1             10
sky130_fd_sc_hd__clkbuf_8             3
sky130_fd_sc_hd__or3_1                2
sky130_fd_sc_hd__a22oi_1              5
sky130_fd_sc_hd__o311ai_0             2
sky130_fd_sc_hd__clkdlybuf4s50_1     34
sky130_fd_sc_hd__a211oi_1             3
sky130_fd_sc_hd__and3_1               6
sky130_fd_sc_hd__nand2_1              9
sky130_fd_sc_hd__or4_1                2
sky130_fd_sc_hd__a31oi_1              4
sky130_fd_sc_hd__nor4_1               2
sky130_fd_sc_hd__nand3_1              9
sky130_fd_sc_hd__nor3_1               5
sky130_fd_sc_hd__o21ai_0              6
sky130_fd_sc_hd__nand4_1              3
sky130_fd_sc_hd__mux2i_1              2
==> metrics by stage <==
step | cells | area (um2) | power, W | hold WS, ns
floorplan | 132 | 1050 | 0.000310 | 0.466
global placement | 230 | 1440 | 0.000375 | 0.511
detailed placement | 230 | 1440 | 0.000376 | 0.510
CTS | 234 | 1480 | 0.000547 | 0.531
global route | 234 | 1480 | 0.000568 | 0.554
finish | 234 | 1480 | 0.000542 | 0.532
==> how the worst max path moves through the flow <==
stage	start	depth (start not counted)	end	slack (ns)
after CTS	pc_out[3]$_SDFFE_PP0P_	1	pc_out[3]	1.09
after global routing	branch_taken	6	pc_out[3]$_SDFFE_PP0P_	0.99
final	pc_out[3]$_SDFFE_PP0P_	1	pc_out[3]	1.09
==> power breakdown <==
part | total (W) | switching [W] | internal, W
sequential | 0.000263 | 0.0000235 | 0.000240
clock | 0.000172 | 0.0000778 | 0.0000942
combinational | 0.000106 | 0.0000415 | 0.0000648
total | 0.000542 | 0.000143 | 0.000399
==> routing by layer <==
metal	up-vias	wire, um	GRT usage, %	share of wire [%]
li1	580	-	-	-
met1	540	1690	11.7	50
met2	47	1450	12.8	43
met3	2	247	2.31	7.2
met4	0	16	0.386	0.47
met5	-	0	0	0
==> flip-flops by register name, summed over array words and instances (netlist names) <==
name and cells:
pc_enable 1, pc_out 16
==> logic make-up after synthesis <==
logic type,after synthesis
AND-OR/OR-AND,41
adder cells (fa/ha/maj),1
buffers and inverters,12
flip-flops,17
multiplexers,2
AND/OR/NAND/NOR,59
==> final cells by class <==
cell class | count | area share [%]
clock buffers | 4 | 3.04
well taps | 70 | 5.91
multi-input cells | 103 | 43.1
inverters | 4 | 1.01
repair buffers | 36 | 24.0
flip-flops and latches | 17 | 23.0
Power is estimated from default activity; no workload was simulated.
