`/design/flow/run.sh`:
```
#!/bin/bash
# OpenROAD 26Q1-2900-gdf79404cd8, Yosys 0.63+post, stock flow scripts
make -C /OpenROAD-flow-scripts/flow DESIGN_CONFIG=/design/flow/config.mk WORK_HOME=/design/flow/orfs finish
```
`/design/flow/config.mk`:
```
export PLATFORM = sky130hd
export DESIGN_NAME = RAM
export DESIGN_NICKNAME = RAM
export VERILOG_FILES = /design/flow/design.v
export SDC_FILE = /design/flow/constraint.sdc
export NUM_CORES = 4
export LEC_CHECK = 1
export CORE_UTILIZATION = 40
export SYNTH_MEMORY_MAX_BITS = 65536
```
`/design/flow/constraint.sdc`:
```
current_design RAM

set clk_period 46.0
set clk_io_pct 0.2

create_clock -name clk0 -period $clk_period [get_ports {clk}]

set non_clock_inputs [all_inputs -no_clocks]
set_input_delay [expr $clk_period * $clk_io_pct] -clock clk0 $non_clock_inputs
set_output_delay [expr $clk_period * $clk_io_pct] -clock clk0 [all_outputs]
```
`/design/flow/design.v`:
```
module ROM #(parameter MEMORY_SIZE=100) (
    input clk,
    input [15:0] address,
    output reg [15:0] instruction_out 
);
reg [15:0] memory [0:MEMORY_SIZE-1];
always @(posedge clk) begin
    instruction_out <= memory[address];
end
integer i;
initial begin
    for (i = 0; i < MEMORY_SIZE; i = i + 1) begin
        memory[i] = 16'b0;
    end
end
endmodule
module RAM #(parameter MEMORY_SIZE=512) (
    input clk,
    input write_enabled,
    input [15:0] write_value,
    input [15:0] address,
    output reg [15:0] memory_out 
);
reg [15:0] memory [0:MEMORY_SIZE-1];
initial memory_out = 16'b0;
integer i;
initial begin
    for (i = 0; i < MEMORY_SIZE; i = i + 1) begin
        memory[i] = 16'b0;
    end
end
always @(posedge clk) begin
    if(write_enabled) begin
        memory[address] <= write_value;
    end
    memory_out <= memory[address];       
end
endmodule
```
==> results.yml <==
# implementation run metrics
power:
  p_int_mw: 12.0
  clkPwrFrac_pct: 41.6
  power_mw: 15.3
  powerDensity_nw_per_um2: 42.7
  vdd_drop_max_mv: 0.0358
  leakage_nw: 114
  p_sw_share_pct: 21.6
  p_seq_share_pct: 53.8
  pwr-share-comb_pct: 4.6
  p_switching_mw: 3.32
timing:
  hold_violations: 0
  tightest_slew_ns: 1.24
  clock_skew_ns: 0.108
  rsz0062_at_grt: "no"
  period_needed_ns: 15.93
  fmax_mhz: 62.8
  finalSetupTns_ns: 0
  maxSlewViolCount: 0
  period_used_pct: 34.6
  slew_headroom_pct: 17.1
  setup-violations-final: 0
floorplanning:
  ios: 50
  chip_area_um2: 789000
  core_area_um2: 783000
  die_x_um: 888
  die_y_um: 888
  num_rows: 325
  floorplan.core_util_pct: 40.1
logic_synthesis:
  yosys-stat-cells: 14800
  ys_warn_count: 1
  synth_cell_type_count: 71
  syn_area_um2: 314000
  edf_count: 8192
  ys_seq_elements: 8208
  yosys_area_um2: 314000
  ff_type: "edfxtp_1"
  ys_async_sr_fraction_pct: 0
  syn-instance-count: 14800
  synth_area_per_cell_um2: 21.2
  synth-seq-area-share_pct: 78.4
layout:
  lay_top_cells: "8192 x edfxtp_1, 1404 x mux4_2, 1346 x mux2i_1"
  fillers: 63900
  final_cell_count_no_fill: 27300
  area_delta_synth_final_pct: 14.3
  final_util_pct: 45.9
  comb_area_um2: 63900
  drive_above_1_share_pct: 23.9
  lay_top_count: "edfxtp_1"
  seqCellArea_um2: 246000
worst_setup_path:
  crit_end: "memory_out[10]"
  timing.rr.end: "memory_out[14]"
  startpoint: "address[1]"
  r2r-start: "memory[410][14]"
  r2r_slack_ns: 41.60
  critical_path_arrival_ns: 16.74
  critPathKind: "input pin to register"
  cpPeakStageDelay_ns: 0.81
  worst_path_max_delay_cell: "nand4_1"
  critical_path.cell_chain: "buf_16 > buf_4 > buf_4 > buf_4 > buf_4 > buf_4 > buf_4 > mux4_2 > a22o_1 > a221oi_1 > nand4_1 > nor4_2 > buf_4 > nand4_1"
  critPathLaunchType: "input pin"
  ff2ff_path_depth: 7
  cp-end-kind: "register"
  crit_top_cell: "buf_4"
  required_ns: 46.81
  cp_max_fo: 91
global_route:
  antenna_found_initial: 78
  grt_pass1_wl_mm: 1270
  grt_max_degree: 110
  first_global_vias: 167000
  globalRouteOverflowTotal: 0
  grtUsageTotal_pct: 25.4
clocking:
  clkSinkCount: 8208
  clock_latency_ns: 1.21
  root_buffer: "clkbuf_16"
  clk_pin_slew_ns: 0.06
  cts_tree: "yes"
  clock_path_buffers: 4
  cts_buffers: 804
  cts_resized: 0
  htreeDepth: 6
  hold_buffers: 0
  cts_setup_buffers: 0
routing:
  drtPass1Iterations: 6
  antenna_left: 0
  drc_errors: 0
  drt-total-wl_mm: 912
  vias: 156000
  routedWlPerCell_um: 33.4
  drtIter0Drc: 10500
  via_per_inst: 5.72
flow_run:
  warnings: 41
  drv_cap: 0
place:
  port_buffers: 42
  globalplace.congestion: 0.932
  dp.cells: 25700
  dp_hpwl_mm: 570
min_path:
  hp-class: "register to register"
status:
  outcome: "completed"
## how the worst min path moves through the flow
stage	cells after the start	from	end	slack (ns)
after CTS	5	memory[424][6]	memory_out[6]	0.91
after global routing	5	memory[418][12]	memory_out[12]	0.98
final	5	memory[424][6]	memory_out[6]	0.92
## Yosys cell counts (44+ instances only)
master | count | area (µm²)
nand4_1 | 60 | 375
mux2i_1 | 1346 | 13500
buf_2 | 284 | 1420
a21oi_1 | 196 | 981
nor3_1 | 48 | 240
and3_1 | 44 | 275
nand2_1 | 244 | 916
buf_6 | 87 | 980
nor4_1 | 54 | 338
a221oi_1 | 209 | 1830
nor2_1 | 586 | 2200
a22o_1 | 72 | 631
o21ai_0 | 115 | 576
o22ai_1 | 398 | 2490
a22oi_1 | 358 | 2690
mux4_2 | 1404 | 31600
a31oi_1 | 127 | 795
nand3_1 | 109 | 546
buf_4 | 159 | 1190
edfxtp_1 | 8192 | 246000
or4_1 | 88 | 661
clkbuf_1 | 314 | 1180
## registers in the layout (all words and copies together), names as in the netlist
register	cells
memory_out	16
memory	8192
## final cells by class
cell class,instances,share of cell area (%)
antenna,114,0.0794
multi-input combinational,5740,17.8
inverter,5,0.00766
tap,10500,3.64
timing repair buffer,1284,2.81
sequential,8208,68.6
clock buffer,1020,5.87
clock inverter,478,1.24
## metrics by stage
step           setup slack [ns]  area (µm²)  hold WS (ns)
4_1_cts                   30.35      359000         0.908
3_3_place_gp              29.06      333000         0.923
5_1_grt                   30.00      359000         0.983
6_report                  30.07      359000         0.916
2_1_floorplan             33.67      314000         0.699
3_5_place_dp              29.09      333000         0.919
## per-layer routing
layer / track usage (%) / vias up / wire length [µm]
met2: 34.6 / 10300 / 405000
met4: 9.89 / 82 / 46200
met3: 22.8 / 1658 / 187000
met1: 28.2 / 79100 / 271000
li1: - / 65200 / -
met5: 3.07 / - / 2740
## power by group through the flow
stage     logic [mW]  registers [mW]  clock network [mW]
4_1_cts        0.704            8.24                6.47
5_1_grt        0.746            8.24                6.75
6_report       0.707            8.24                6.38
## logic make-up after synthesis
logic type	count (synthesis)	share of synthesized area (%)
buffers and inverters	889	1.58
muxes	2764	14.4
AOI/OAI and AO/OA	1614	3.55
DFF	8208	78.4
and+or+nand+nor	1362	2.09
## critical path: cells and delay by family
| family | cells | cell delay (ns) |
|---|---|---|
| and+or+nand+nor | 3 | 1.63 |
| buffers and inverters | 8 | 4.07 |
| AOI/OAI and AO/OA | 2 | 1.05 |
| muxes | 1 | 0.42 |
No activity file was given, so power comes from the tool's default toggle rates.
